==> design/flow/config.mk <==
export PLATFORM = sky130hd
export DESIGN_NAME = BRAM
export DESIGN_NICKNAME = BRAM
export VERILOG_FILES = /design/flow/design.v
export SDC_FILE = /design/flow/constraint.sdc
export NUM_CORES = 4
export LEC_CHECK = 1
export CORE_UTILIZATION = 50
==> design/flow/constraint.sdc <==
current_design BRAM

set clk_period 16.3
set clk_io_pct 0.2

create_clock -name clk0 -period $clk_period [get_ports {clk}]

set non_clock_inputs [all_inputs -no_clocks]
set_input_delay [expr $clk_period * $clk_io_pct] -clock clk0 $non_clock_inputs
set_output_delay [expr $clk_period * $clk_io_pct] -clock clk0 [all_outputs]
==> design/flow/design.v <==
module BRAM #(
    parameter LENBR = 255
) (input             clk,
            input             wen,
            input      [7:0]  waddr,
            input      [11:0] din,
            input      [7:0]  raddr,
            output reg [11:0] dout);
(* ram_style="block" *) reg [11:0] blockram [0:LENBR];
always @(posedge clk) begin
    if(wen)
        blockram[waddr] <= din;
end
always @(posedge clk) begin
    dout <= blockram[raddr];
end
endmodule
==> design/flow/run.sh <==
#!/bin/bash
# OpenROAD 26Q1-2900-gdf79404cd8, Yosys 0.63+post, stock flow scripts
make -C /OpenROAD-flow-scripts/flow DESIGN_CONFIG=/design/flow/config.mk WORK_HOME=/design/flow/orfs finish
==> Changelog: implementation <==
### Implementation results

- Status: complete, no violations
- Clock transition at path regs: roughly 60 ps
- DRT Pass-1 Iters: 5
- CTS tree: yes
- Endpoint type of the worst setup path: flop
- Max Clock Skew: around 70 ps
- Critical path peak fanout: between 80 and 90
- Gpl congestion: ~0.93
- First-pass GRT wire length: 445000 um
- CTS buffer count: roughly 330
- FP Rows: between 150 and 200
- Log Warnings: around 42
- Multi-input gate area: roughly 0.024 mm2
- Syn_area_per_cell: 21.5 um2
- Root buf cell: clkbuf_16
- Yosys stat area: around 0.12 mm2
- Maximum VDD drop: about 0.00013 V
- Synth Instances: 5506
- Via density: between 6 and 7
- CTS Buffer Depth: 4
- Floorplan core density: 50.3%
- Fin. Hold Viols: 0
- Worst Path Arrival: ~9000 ps
- Tightest Pin Transition: 1290 ps
- Cell Pwr Density: approximately 120 mW/mm2
- I/O Buffers: 41
- Grt ovf: 0
- Hold-fix buffers, CTS: 0
- Crit path top cell by count: buf_4
- Cycle use final: between 50 and 60%
- Setup repair bufs after CTS: 0
- Sum of negative setup slack: 0 ps
- Layout cells sized above 1: 25.5%
- H-Tree Depth: 5
- Final WL: about 300000 um
- Syn. warnings: 1
- Hold crit path type: flop to flop
- Max cap viols: 0
- Slew headroom: 13.3%
- Layout fillers: around 17000
- Final Max Tran Viols: 0
- Die W: just under 500 um
- Crit path time final: 8240 ps
- Seq/Total Area, Yosys: 78.0%
- Clk sinks: about 3100
- Max incr delay on CP: approximately 860 ps
- Post-synth EDFFs: around 3100
- Area share of the largest cell type after synthesis: 77.8%
- Critical Path RT: around 17000 ps
- # IOs: between 40 and 50
- Most common cell in the synthesized netlist: edfxtp_1
- Final setup fails: 0
- HPWL Detailed: roughly 180000 um
- Flop area: around 0.092 mm2
- Distinct lib cells used: 61
- Share of flip-flops with an asynchronous set or reset: 0%
- Leak: between 40 and 50 nW
- Critical path cell sequence: buf_16 -> buf_4 -> buf_4 -> buf_4 -> buf_12 -> mux4_2 -> a22o_1 -> a221oi_1 -> o32ai_1 -> o32ai_1 -> buf_4 -> nor3_1
- Critical path class: primary input to flop
- GRT Total Usage: 29.9%
- Clk latency late pin: between 900 and 1000 ps
- Fin util: between 50% and 60%
- Core area: between 0.2 and 0.25 mm2
- Top cells by area, synth: edfxtp_1 78%, mux4_2 12%, mux2i_1 1.9%
- Vias in the first global route: around 63000
- Residual DRC: 0
- Routed Antenna Nets: 0
- Synthesized area: about 0.12 mm2
- Die area: about 0.24 mm2
- Iteration-0 DRC Markers: 3853
- Critical-path top delay cell: o32ai_1
- Largest net degree at the start of global routing: 148
- Top_reg_cell synth: edfxtp_1
- Yosys top cell by area: edfxtp_1
- RSZ-0062 raised after global routing: no
- P&R area growth vs syn: 13.2%
- Fmax: about 120 MHz
- DIE HEIGHT: ~500 um
- Via count: ~58000
- Post-cts sizing count: 0
- Crit start category: primary input
- Yosys cell count: 5506
- Synth flops: 3084
- Wire per inst: around 33 um
- Synth top cells by count: 3072 x edfxtp_1, 636 x mux4_2, 302 x nor2_1
- Initial antenna violation count: 12
-- per-layer routing --
layer / wire length, um / part of all wire [%] / track usage, %
met5: 688 / 0.22 / 2.33
met4: 10300 / 3.3 / 7.49
met3: 56100 / 18 / 23.3
met2: 144000 / 47 / 41.3
met1: 98100 / 32 / 39.8
-- per-stage QoR --
stage	hold slack [ps]	std cells	power, mW	area, um2	setup slack [ps]
global placement	978	8797	9.73	124000	6750
CTS	998	9360	16.6	134000	7990
floorplan	755	5506	9.33	119000	11050
finish	1010	9373	16.5	134000	8060
global route	1100	9364	17.0	134000	7580
detailed placement	976	8802	9.74	124000	7030
-- worst paths after layout --
path | cells after the start | start | slack (ps) | to
worst max register to register | 7 | blockram[82][10] | 13180 | dout[10]
worst min-delay path | 4 | blockram[38][4] | 1010 | dout[4]
worst min register to register | 4 | blockram[38][4] | 1010 | dout[4]
worst max-delay path | 12 | raddr[0] | 8060 | dout[10]
-- layout by cell type (no fill, tap or decap), types with 7 or more instances in the layout --
cell type	n
a22oi_1	215
nor2b_1	33
a31oi_1	16
a221oi_1	19
o21ai_0	34
nand2_1	44
edfxtp_1	3072
clkinv_1	56
o32ai_1	11
a211oi_1	20
nor4_1	29
nor2_1	300
mux2_2	28
mux2_1	7
nand2b_1	8
diode_2	13
nand3_1	29
o221ai_1	53
o22ai_1	88
clkdlybuf4s50_1	23
mux2i_1	223
nand4_1	13
buf_8	13
dfxtp_1	12
bufinv_16	19
nor3_1	31
clkbuf_1	84
and3b_1	7
buf_12	10
a21oi_1	121
buf_4	435
clkbuf_16	330
inv_6	9
clkinv_2	45
a22o_1	19
mux4_2	636
clkbuf_8	8
nor4_2	8
-- critical path, delay by kind of cell --
family                 cells  cell delay [ps]
buffers and inverters      6             2940
AOI/OAI and AO/OA          4             1850
muxes                      1              580
and+or+nand+nor            1               50
-- logic make-up after synthesis --
logic type	share of synthesized area (%)
compound gates	3.75
buf+inv	1.83
flops	78.0
mux	14.3
simple gates	2.17
-- state kept, by name (all words and copies together), names as in the netlist --
signal and cells:
dout 12, blockram 3072
-- power by group --
part           total, mW  internal, mW  switching [mW]
clock               6.94          4.04            2.90
combinational      0.810         0.270           0.540
sequential          8.76          8.74          0.0166
-- area by class of cell --
type,count,share of cell area [%]
flip-flops and latches,3084,68.9
multi-input cells,2081,17.9
clock buffers,422,6.46
well taps,3150,2.93
repair buffers,484,2.93
clock inverters,136,0.856
diodes,13,0.0242
inverters,3,0.00838
No activity file was given, so power comes from the tool's default toggle rates.
