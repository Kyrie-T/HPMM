===== ./run.sh =====
#!/bin/bash
# OpenROAD 26Q1-2900-gdf79404cd8, Yosys 0.63+post, stock flow scripts
make -C /OpenROAD-flow-scripts/flow DESIGN_CONFIG=/design/flow/config.mk WORK_HOME=/design/flow/orfs finish

===== ./config.mk =====
export PLATFORM = sky130hd
export DESIGN_NAME = BROM_PRE
export DESIGN_NICKNAME = BROM_PRE
export VERILOG_FILES = /design/flow/design.v
export SDC_FILE = /design/flow/constraint.sdc
export NUM_CORES = 4
export LEC_CHECK = 1
export CORE_UTILIZATION = 40
export SYNTH_MEMORY_MAX_BITS = 65536

===== ./constraint.sdc =====
current_design BROM_PRE

set clk_period 5.3
set clk_io_pct 0.2

create_clock -name clk0 -period $clk_period [get_ports {clk}]

set non_clock_inputs [all_inputs -no_clocks]
set_input_delay [expr $clk_period * $clk_io_pct] -clock clk0 $non_clock_inputs
set_output_delay [expr $clk_period * $clk_io_pct] -clock clk0 [all_outputs]

===== ./design.v =====
module BROM_PRE(input             clk,
             input      [8:0]  raddr,
             output reg [11:0] dout);
(* rom_style="block" *) reg [11:0] blockrom [511:0]; 
always @(posedge clk) begin
    case(raddr)
    9'd0  : dout <= 12'hc7c;
    9'd1  : dout <= 12'h53a;
    9'd2  : dout <= 12'hc04;
    9'd3  : dout <= 12'h235;
    9'd4  : dout <= 12'h5d0;
    9'd5  : dout <= 12'hb6f;
    9'd6  : dout <= 12'h2bf;
    9'd7  : dout <= 12'h8af;
    9'd8  : dout <= 12'h76d;
    9'd9  : dout <= 12'haf2;
    9'd10 : dout <= 12'h3c3;
    9'd11 : dout <= 12'h32a;
    9'd12 : dout <= 12'h906;
    9'd13 : dout <= 12'h9d5;
    9'd14 : dout <= 12'h37a;
    9'd15 : dout <= 12'h9ea;
    9'd16 : dout <= 12'h244;
    9'd17 : dout <= 12'hc9a;
    9'd18 : dout <= 12'h68f;
    9'd19 : dout <= 12'h316;
    9'd20 : dout <= 12'h3fc;
    9'd21 : dout <= 12'h354;
    9'd22 : dout <= 12'h69a;
    9'd23 : dout <= 12'h893;
    9'd24 : dout <= 12'h5f ;
    9'd25 : dout <= 12'h1d7;
    9'd26 : dout <= 12'h823;
    9'd27 : dout <= 12'h48 ;
    9'd28 : dout <= 12'h523;
    9'd29 : dout <= 12'ha69;
    9'd30 : dout <= 12'h1c1;
    9'd31 : dout <= 12'h2ea;
    9'd32 : dout <= 12'h5e7;
    9'd33 : dout <= 12'h206;
    9'd34 : dout <= 12'h79 ;
    9'd35 : dout <= 12'ha4 ;
    9'd36 : dout <= 12'h24f;
    9'd37 : dout <= 12'h151;
    9'd38 : dout <= 12'h62 ;
    9'd39 : dout <= 12'hccf;
    9'd40 : dout <= 12'h68 ;
    9'd41 : dout <= 12'h33f;
    9'd42 : dout <= 12'h7d0;
    9'd43 : dout <= 12'h424;
    9'd44 : dout <= 12'h6fe;
    9'd45 : dout <= 12'h69b;
    9'd46 : dout <= 12'h36d;
    9'd47 : dout <= 12'h44e;
    9'd48 : dout <= 12'h492;
    9'd49 : dout <= 12'hc2 ;
    9'd50 : dout <= 12'h9de;
    9'd51 : dout <= 12'h792;
    9'd52 : dout <= 12'h724;
    9'd53 : dout <= 12'hc8b;
    9'd54 : dout <= 12'h948;
    9'd55 : dout <= 12'h735;
    9'd56 : dout <= 12'h337;
    9'd57 : dout <= 12'hb8f;
    9'd58 : dout <= 12'hacf;
    9'd59 : dout <= 12'h342;
    9'd60 : dout <= 12'h211;
    9'd61 : dout <= 12'h4a2;
    9'd62 : dout <= 12'hcbb;
    9'd63 : dout <= 12'h3ff;
    9'd64 : dout <= 12'h42c;
    9'd65 : dout <= 12'had4;
    9'd66 : dout <= 12'h935;
    9'd67 : dout <= 12'hb83;
    9'd68 : dout <= 12'h7c9;
    9'd69 : dout <= 12'hc51;
    9'd70 : dout <= 12'h7ac;
    9'd71 : dout <= 12'h494;
    9'd72 : dout <= 12'h934;
    9'd73 : dout <= 12'h404;
    9'd74 : dout <= 12'hbef;
    9'd75 : dout <= 12'h1c6;
    9'd76 : dout <= 12'ha5b;
    9'd77 : dout <= 12'hb19;
    9'd78 : dout <= 12'h716;
    9'd79 : dout <= 12'hc7e;
    9'd80 : dout <= 12'hc82;
    9'd81 : dout <= 12'h62a;
    9'd82 : dout <= 12'h777;
    9'd83 : dout <= 12'h72 ;
    9'd84 : dout <= 12'h2b7;
    9'd85 : dout <= 12'h490;
    9'd86 : dout <= 12'h832;
    9'd87 : dout <= 12'h2b8;
    9'd88 : dout <= 12'h64f;
    9'd89 : dout <= 12'h545;
    9'd90 : dout <= 12'h849;
    9'd91 : dout <= 12'h4c8;
    9'd92 : dout <= 12'h94d;
    9'd93 : dout <= 12'h7ec;
    9'd94 : dout <= 12'h3cf;
    9'd95 : dout <= 12'ha87;
    9'd96 : dout <= 12'h950;
    9'd97 : dout <= 12'h864;
    9'd98 : dout <= 12'h809;
    9'd99 : dout <= 12'hae4;
    9'd100: dout <= 12'h3c ;
    9'd101: dout <= 12'h960;
    9'd102: dout <= 12'h682;
    9'd103: dout <= 12'h9af;
    9'd104: dout <= 12'h6e8;
    9'd105: dout <= 12'h32b;
    9'd106: dout <= 12'h2c6;
    9'd107: dout <= 12'h55f;
    9'd108: dout <= 12'h1d5;
    9'd109: dout <= 12'h843;
    9'd110: dout <= 12'h639;
    9'd111: dout <= 12'h829;
    9'd112: dout <= 12'hcad;
    9'd113: dout <= 12'hce2;
    9'd114: dout <= 12'hbb2;
    9'd115: dout <= 12'hba9;
    9'd116: dout <= 12'h45b;
    9'd117: dout <= 12'h52b;
    9'd118: dout <= 12'h1bc;
    9'd119: dout <= 12'h57c;
    9'd120: dout <= 12'h2a3;
    9'd121: dout <= 12'h170;
    9'd122: dout <= 12'h1b1;
    9'd123: dout <= 12'h35e;
    9'd124: dout <= 12'h91f;
    9'd125: dout <= 12'hbc ;
    9'd126: dout <= 12'h85b;
    9'd127: dout <= 12'h4a6;
    9'd128: dout <= 12'hc45;
    9'd129: dout <= 12'h3e2;
    9'd130: dout <= 12'h9a3;
    9'd131: dout <= 12'hb50;
    9'd132: dout <= 12'hb91;
    9'd133: dout <= 12'ha5e;
    9'd134: dout <= 12'h785;
    9'd135: dout <= 12'hb45;
    9'd136: dout <= 12'h7d6;
    9'd137: dout <= 12'h8a6;
    9'd138: dout <= 12'h158;
    9'd139: dout <= 12'h14f;
    9'd140: dout <= 12'h1f ;
    9'd141: dout <= 12'h54 ;
    9'd142: dout <= 12'h4d8;
    9'd143: dout <= 12'h6c8;
    9'd144: dout <= 12'h4be;
    9'd145: dout <= 12'hb2c;
    9'd146: dout <= 12'h7a2;
    9'd147: dout <= 12'ha3b;
    9'd148: dout <= 12'h9d6;
    9'd149: dout <= 12'h619;
    9'd150: dout <= 12'h352;
    9'd151: dout <= 12'h67f;
    9'd152: dout <= 12'h3a1;
    9'd153: dout <= 12'hcc5;
    9'd154: dout <= 12'h21d;
    9'd155: dout <= 12'h4f8;
    9'd156: dout <= 12'h49d;
    9'd157: dout <= 12'h3b1;
    9'd158: dout <= 12'h27a;
    9'd159: dout <= 12'h932;
    9'd160: dout <= 12'h515;
    9'd161: dout <= 12'h3b4;
    9'd162: dout <= 12'h839;
    9'd163: dout <= 12'h4b8;
    9'd164: dout <= 12'h7bc;
    9'd165: dout <= 12'h6b2;
    9'd166: dout <= 12'ha49;
    9'd167: dout <= 12'h4cf;
    9'd168: dout <= 12'h871;
    9'd169: dout <= 12'ha4a;
    9'd170: dout <= 12'hc8f;
    9'd171: dout <= 12'h58a;
    9'd172: dout <= 12'h6d7;
    9'd173: dout <= 12'h7f ;
    9'd174: dout <= 12'h83 ;
    9'd175: dout <= 12'h5eb;
    9'd176: dout <= 12'h1e8;
    9'd177: dout <= 12'h2a6;
    9'd178: dout <= 12'hb3b;
    9'd179: dout <= 12'h112;
    9'd180: dout <= 12'h8fd;
    9'd181: dout <= 12'h3cd;
    9'd182: dout <= 12'h86d;
    9'd183: dout <= 12'h555;
    9'd184: dout <= 12'hb0 ;
    9'd185: dout <= 12'h538;
    9'd186: dout <= 12'h17e;
    9'd187: dout <= 12'h3cc;
    9'd188: dout <= 12'h22d;
    9'd189: dout <= 12'h8d5;
    9'd190: dout <= 12'h902;
    9'd191: dout <= 12'h46 ;
    9'd192: dout <= 12'h85f;
    9'd193: dout <= 12'haf0;
    9'd194: dout <= 12'h9bf;
    9'd195: dout <= 12'h232;
    9'd196: dout <= 12'h172;
    9'd197: dout <= 12'h9ca;
    9'd198: dout <= 12'h5cc;
    9'd199: dout <= 12'h3b9;
    9'd200: dout <= 12'h76 ;
    9'd201: dout <= 12'h5dd;
    9'd202: dout <= 12'h56f;
    9'd203: dout <= 12'h323;
    9'd204: dout <= 12'hc3f;
    9'd205: dout <= 12'h86f;
    9'd206: dout <= 12'h8b3;
    9'd207: dout <= 12'h994;
    9'd208: dout <= 12'h666;
    9'd209: dout <= 12'h603;
    9'd210: dout <= 12'h8dd;
    9'd211: dout <= 12'h531;
    9'd212: dout <= 12'h9c2;
    9'd213: dout <= 12'hc99;
    9'd214: dout <= 12'h32 ;
    9'd215: dout <= 12'hc9f;
    9'd216: dout <= 12'hbb0;
    9'd217: dout <= 12'hab2;
    9'd218: dout <= 12'hc5d;
    9'd219: dout <= 12'hc88;
    9'd220: dout <= 12'hafb;
    9'd221: dout <= 12'h71a;
    9'd222: dout <= 12'ha17;
    9'd223: dout <= 12'hb40;
    9'd224: dout <= 12'h298;
    9'd225: dout <= 12'h7de;
    9'd226: dout <= 12'hcb9;
    9'd227: dout <= 12'h4de;
    9'd228: dout <= 12'hb2a;
    9'd229: dout <= 12'hca2;
    9'd230: dout <= 12'h46e;
    9'd231: dout <= 12'h667;
    9'd232: dout <= 12'h9ad;
    9'd233: dout <= 12'h905;
    9'd234: dout <= 12'h9eb;
    9'd235: dout <= 12'h672;
    9'd236: dout <= 12'h67 ;
    9'd237: dout <= 12'habd;
    9'd238: dout <= 12'h317;
    9'd239: dout <= 12'h987;
    9'd240: dout <= 12'h32c;
    9'd241: dout <= 12'h3fb;
    9'd242: dout <= 12'h9d7;
    9'd243: dout <= 12'h93e;
    9'd244: dout <= 12'h20f;
    9'd245: dout <= 12'h594;
    9'd246: dout <= 12'h452;
    9'd247: dout <= 12'ha42;
    9'd248: dout <= 12'h192;
    9'd249: dout <= 12'h731;
    9'd250: dout <= 12'hacc;
    9'd251: dout <= 12'hfd ;
    9'd252: dout <= 12'h7c7;
    9'd253: dout <= 12'h85 ;
    9'd254: dout <= 12'h3ff;
    9'd255: dout <= 12'h902;
    9'd256: dout <= 12'h42c;
    9'd257: dout <= 12'h8d5;
    9'd258: dout <= 12'had4;
    9'd259: dout <= 12'h22d;
    9'd260: dout <= 12'h935;
    9'd261: dout <= 12'h3cc;
    9'd262: dout <= 12'hb83;
    9'd263: dout <= 12'h17e;
    9'd264: dout <= 12'h7c9;
    9'd265: dout <= 12'h538;
    9'd266: dout <= 12'hc51;
    9'd267: dout <= 12'hb0 ;
    9'd268: dout <= 12'h7ac;
    9'd269: dout <= 12'h555;
    9'd270: dout <= 12'h494;
    9'd271: dout <= 12'h86d;
    9'd272: dout <= 12'h934;
    9'd273: dout <= 12'h3cd;
    9'd274: dout <= 12'h404;
    9'd275: dout <= 12'h8fd;
    9'd276: dout <= 12'hbef;
    9'd277: dout <= 12'h112;
    9'd278: dout <= 12'h1c6;
    9'd279: dout <= 12'hb3b;
    9'd280: dout <= 12'ha5b;
    9'd281: dout <= 12'h2a6;
    9'd282: dout <= 12'hb19;
    9'd283: dout <= 12'h1e8;
    9'd284: dout <= 12'h716;
    9'd285: dout <= 12'h5eb;
    9'd286: dout <= 12'hc7e;
    9'd287: dout <= 12'h83 ;
    9'd288: dout <= 12'hc82;
    9'd289: dout <= 12'h7f ;
    9'd290: dout <= 12'h62a;
    9'd291: dout <= 12'h6d7;
    9'd292: dout <= 12'h777;
    9'd293: dout <= 12'h58a;
    9'd294: dout <= 12'h72 ;
    9'd295: dout <= 12'hc8f;
    9'd296: dout <= 12'h2b7;
    9'd297: dout <= 12'ha4a;
    9'd298: dout <= 12'h490;
    9'd299: dout <= 12'h871;
    9'd300: dout <= 12'h832;
    9'd301: dout <= 12'h4cf;
    9'd302: dout <= 12'h2b8;
    9'd303: dout <= 12'ha49;
    9'd304: dout <= 12'h64f;
    9'd305: dout <= 12'h6b2;
    9'd306: dout <= 12'h545;
    9'd307: dout <= 12'h7bc;
    9'd308: dout <= 12'h849;
    9'd309: dout <= 12'h4b8;
    9'd310: dout <= 12'h4c8;
    9'd311: dout <= 12'h839;
    9'd312: dout <= 12'h94d;
    9'd313: dout <= 12'h3b4;
    9'd314: dout <= 12'h7ec;
    9'd315: dout <= 12'h515;
    9'd316: dout <= 12'h3cf;
    9'd317: dout <= 12'h932;
    9'd318: dout <= 12'ha87;
    9'd319: dout <= 12'h27a;
    9'd320: dout <= 12'h950;
    9'd321: dout <= 12'h3b1;
    9'd322: dout <= 12'h864;
    9'd323: dout <= 12'h49d;
    9'd324: dout <= 12'h809;
    9'd325: dout <= 12'h4f8;
    9'd326: dout <= 12'hae4;
    9'd327: dout <= 12'h21d;
    9'd328: dout <= 12'h3c ;
    9'd329: dout <= 12'hcc5;
    9'd330: dout <= 12'h960;
    9'd331: dout <= 12'h3a1;
    9'd332: dout <= 12'h682;
    9'd333: dout <= 12'h67f;
    9'd334: dout <= 12'h9af;
    9'd335: dout <= 12'h352;
    9'd336: dout <= 12'h6e8;
    9'd337: dout <= 12'h619;
    9'd338: dout <= 12'h32b;
    9'd339: dout <= 12'h9d6;
    9'd340: dout <= 12'h2c6;
    9'd341: dout <= 12'ha3b;
    9'd342: dout <= 12'h55f;
    9'd343: dout <= 12'h7a2;
    9'd344: dout <= 12'h1d5;
    9'd345: dout <= 12'hb2c;
    9'd346: dout <= 12'h843;
    9'd347: dout <= 12'h4be;
    9'd348: dout <= 12'h639;
    9'd349: dout <= 12'h6c8;
    9'd350: dout <= 12'h829;
    9'd351: dout <= 12'h4d8;
    9'd352: dout <= 12'hcad;
    9'd353: dout <= 12'h54 ;
    9'd354: dout <= 12'hce2;
    9'd355: dout <= 12'h1f ;
    9'd356: dout <= 12'hbb2;
    9'd357: dout <= 12'h14f;
    9'd358: dout <= 12'hba9;
    9'd359: dout <= 12'h158;
    9'd360: dout <= 12'h45b;
    9'd361: dout <= 12'h8a6;
    9'd362: dout <= 12'h52b;
    9'd363: dout <= 12'h7d6;
    9'd364: dout <= 12'h1bc;
    9'd365: dout <= 12'hb45;
    9'd366: dout <= 12'h57c;
    9'd367: dout <= 12'h785;
    9'd368: dout <= 12'h2a3;
    9'd369: dout <= 12'ha5e;
    9'd370: dout <= 12'h170;
    9'd371: dout <= 12'hb91;
    9'd372: dout <= 12'h1b1;
    9'd373: dout <= 12'hb50;
    9'd374: dout <= 12'h35e;
    9'd375: dout <= 12'h9a3;
    9'd376: dout <= 12'h91f;
    9'd377: dout <= 12'h3e2;
    9'd378: dout <= 12'hbc ;
    9'd379: dout <= 12'hc45;
    9'd380: dout <= 12'h85b;
    9'd381: dout <= 12'h4a6;
    default: dout <= 12'h0;
    endcase
end
endmodule

==> results.cfg <==
; generated from flow reports
[final_timing]
setup_viol = 0
setup_tns_ns = 0
hold_viol = 0
slew_headroom = -0.0138
fmax_mhz = 208
finalCritPeriodShare = 0.907
slew_violations = 2
finalCriticalPeriod_ns = 4.81
fin_ws_ns = 0.490
worstMarginPinSlew_ns = 1.51
rsz0062_at_grt = false

[worst_setup_path]
critPathKind = in2reg
cp-end-kind = register
crit_slowest_cell = nor2b_1
path_max_fanout = 18
start_kind = primary input
cp.depth = 11
cp_top_family = simple AND/OR/NAND/NOR gates
worst_ep_required_time_ns = 5.49
crit_buf_inv = 4
arrival_ns = 5.00
slowest_delay_ns = 1.03
crit_chain = buf_2 > inv_1 > buf_4 > ha_1 > buf_4 > nor2b_1 > a2111oi_0 > or4_1 > a31oi_1 > a21oi_1 > o211ai_1
cp_common_cell = buf_4

[synthesis]
edf_count = 0
syn_avg_cell_area_um2 = 6.27
syn_inst = 1121
synthFlopType = dfxtp_1
synth_top_area_share = 0.0691
yosysUniqueCellTypes = 87
async_reset_ff_frac = 0
synth.largest_area_cell = a21oi_1
top_cells_by_area = a21oi_1, o21ai_0, nand2_1
yosys.stat.seqShare = 0.0342
ys_cells = 1121
ys_ff = 12
synth-area-yosys_um2 = 7030
yosysWarningCount = 1
synth.cell_area_um2 = 7030

[detailed_routing]
first_pass_iters = 14
vias = 11100
drc = 0
dr.first_iter.drc_count = 2625
ant_nets = 0
wl_per_cell_um = 42.3
via_per_inst = 8.63
drt-total-wl_um = 54600

[cells_and_area]
reg.largest.list = dout: 12 flops
layout_top_cells = nand2_1, nor2_1, a21oi_1
largest_reg_flops = 12
register_area_um2 = 240
layout-drive-gt1-share = 0.0869
regMostFlops = dout
fillers = 1893
layout_top_cell = nand2_1
area_growth_pct = 2.58
logic_area_um2 = 5930

[global_route]
antenna_found_initial = 5
grt_start_max_net_pins = 87
grt_usage = 0.607
grt_pass1_wl_um = 76000
overflow = 0
grt_pass1_vias = 10000

[clock_tree]
clk_pin_slew_worst_paths_ns = 0.06
cts_tree = yes
cts_buffer_depth = 2
cts_num_sinks = 12
clock-root-buffer = clkbuf_16
cts_setup_buffers = 0
htreeDepth = 1
cts_buffers = 3
cts_resized = 0
hold_buffers = 0

[place]
gp_congestion = 1.23
dp_worst_setup_slack_ns = 0.796
portBuffers = 21
hpwlAfterDp_um = 37200

[die]
die_height_um = 135
fp_util = 0.408
ios = 22
die-area_um2 = 18100
core_um2 = 17200
rows = 48
die_x_um = 135

[hold_path]
hp-class = in2reg
hold_depth = 4

[power]
irDropWorstVdd_mv = 0.108
powerDensity_nw_per_um2 = 161
p_leak_nw = 2.39

[outcome]
status = finished with violations
violations = capacitance limit, slew limit

[job]
cap_violations = 1
warnings = 40
==> Yosys cell counts (11+ instances only) <==
cell type / n
a21oi_1: 97
o211ai_1: 34
nand4_1: 21
a31oi_1: 25
buf_2: 73
o21ai_0: 94
ha_1: 18
o2111ai_1: 13
nand2b_1: 35
dfxtp_1: 12
nand3_1: 44
nor2_1: 97
o311a_1: 11
nor4_1: 14
o221ai_1: 11
nor3_1: 51
a211oi_1: 28
nand2_1: 105
buf_6: 19
o311ai_0: 26
nor2b_1: 35
and2_1: 13
clkbuf_1: 33
==> tightest hold or removal path, cell delays in order <==
cell,delay (ns)
buf_2,0.26
o31ai_1,0.13
a21oi_1,0.05
o211ai_1,0.17
==> power by group <==
| part | switching [mW] | internal (mW) |
|---|---|---|
| Sequential | 0.0118 | 0.105 |
| Clock | 0.0685 | 0.100 |
| Combinational | 0.633 | 0.246 |
| Total | 0.713 | 0.451 |
==> worst paths after layout <==
check	from	end	slack, ns
max	raddr[1]	dout[6]$_DFF_P_	0.49
min	raddr[6]	dout[7]$_DFF_P_	1.46
==> layout make-up <==
class,instances,share of cell area
sequential,12,0.0333
inverter,10,0.00521
multi-input combinational,959,0.822
timing repair buffer,75,0.0880
clock buffer,3,0.0104
antenna,5,0.00174
tap,225,0.0390
==> layer usage <==
metal  vias up  track usage  wire [µm]
met2      1374        0.765      19000
met3       503        0.417      10800
met5         -        0.117        322
li1       4233            -          -
met1      4998        0.704      18100
met4        12        0.431       6330
==> cell families (layout without fill, tap and decap cells) <==
| group | count (synthesis) | count (layout) | share of synthesized area |
|---|---|---|---|
| xor gates and xnor gates | 3 | 3 | 0.00374 |
| AOI/OAI and AO/OA | 460 | 460 | 0.452 |
| muxes | 10 | 10 | 0.0183 |
| and+or+nand+nor | 468 | 468 | 0.337 |
| other | 0 | 5 | 0 |
| DFF | 12 | 12 | 0.0342 |
| buffers and inverters | 150 | 88 | 0.123 |
| adders and majority gates | 18 | 18 | 0.0320 |
==> stage by stage <==
stage          power (mW)   util  cell area, µm²  instances  hold slack [ns]
2_1_floorplan       0.586      -            7030       1121             1.32
3_3_place_gp        0.923  0.413            7120       1281             1.68
3_5_place_dp        0.896  0.413            7120       1281             1.69
4_1_cts              1.06  0.418            7200       1284             1.43
5_1_grt              1.15  0.418            7200       1286             1.46
6_report             1.16  0.418            7210       1289             1.46
No activity file was given, so power comes from the tool's default toggle rates.
