**flow/config.mk**
```make
export PLATFORM = sky130hd
export DESIGN_NAME = falcon_modsub
export DESIGN_NICKNAME = falcon_modsub
export VERILOG_FILES = /design/flow/design.v
export SDC_FILE = /design/flow/constraint.sdc
export NUM_CORES = 4
export LEC_CHECK = 1
export CORE_AREA = 10 10 92 92
export DIE_AREA = 0 0 102 102
```
**flow/constraint.sdc**
```tcl
current_design falcon_modsub

set clk_period 9.5
set clk_io_pct 0.2

create_clock -name clk0 -period $clk_period

set non_clock_inputs [all_inputs -no_clocks]
set_input_delay [expr $clk_period * $clk_io_pct] -clock clk0 $non_clock_inputs
set_output_delay [expr $clk_period * $clk_io_pct] -clock clk0 [all_outputs]
```
**flow/design.v**
```verilog
module falcon_modsub(
    input  [13:0] A,
    input  [13:0] B,
    output [13:0] C
);
wire signed [14:0] R;
wire signed [14:0] Rq;
assign R  = A - B;
assign Rq = R + 15'd12289;
assign C = (R[14] == 0) ? R[13:0] : Rq[13:0];
endmodule
```
**flow/run.sh**
```bash
#!/bin/bash
# OpenROAD 26Q1-2900-gdf79404cd8, Yosys 0.63+post, stock flow scripts
make -C /OpenROAD-flow-scripts/flow DESIGN_CONFIG=/design/flow/config.mk WORK_HOME=/design/flow/orfs finish
```
==> summary.txt <==
fresh numbers from the pnr run: outcome finished, final reports clean, Chip Area, Yosys 1254 um^2, Die Width 102 um, WP data arrival 5.37 ns, vias in the first global route approximately 1,400, flop count 0, kind of critical path in -> out, Post-CTS Hold Buffers 0, PwrDens 76.92 nW/um^2, Yosys Instances 183, quantity of I/O buffers inserted on ports 42, Least-Margin Pin Slew 0.6340 ns, Chip Height 102 um, core box area 6459 um^2, Sequential Area 0 um^2, Synth area leaders ha_1 (15%), xnor2_1 (9.1%), inv_1 (6.0%), xor2_1 (5.6%), a21o_1 (5.4%), Via density 4.715, met1 Resource Use GR 0.1102, share of layout cells above drive strength 1 0.01835, DP Area 1735 um^2, fillcell total roughly 700, Post CTS Setup Buffer Count 0, Slew Limit Headroom 0.5734, Site Rows 29, Tmin final 7.269 ns, hold path cells 4, Pwr Total 133.5 uW, min setup slack post-route around 2.2 ns, syn avg cell area 6.851 um^2, floorplan-stage core utilization 0.1941, CP Capture Type primary output, count of buffer and inverter cells on the critical path 3, Max-area cell share 0.1497, HPWL after DPL 3.287 mm, crit-path cells clkdlybuf4s50_1, inv_1, ha_1, nor2b_1, o31ai_1, a21boi_0, nand4b_1, a211oi_1, nand3b_1, xnor2_1, clkdlybuf4s50_1, critical path depth 11, initial antenna violation count 0, utilization after layout 0.2687, remaining global-route overflow 0, fin crit share 0.7651, DRT Pass-1 Iters 4, most common cell in the netlist inv_1, CP required 7.60 ns, routed wire length approximately 3.7 mm, met2 usage 0.1156, Cell Area, Synth 1254 um^2, post-synth top area cell ha_1, # DRC 0, slowest cell delay on critical path 0.57 ns, Worst VDD drop between 20 and 30 uV, Synth Seq Share 0, dpl ws 2.168 ns, Worst Hold Class in -> out, fmax 137.6 MHz, total track usage 0.07325, first-pass GRT wire length 6.534 mm, Warnings, synthesis 0, Synth top cells by count inv_1 (20), ha_1 (15), nor2_1 (14), met3 GRT Util 0.008862, CLK BUF 0, Vias 1,391, fin. max-slew vios 0, final setup vio count 0, post-synth cell types around 46, RSZ-0062 raised after global routing no, GP Congestion 0.8401, Setup TNS 0 ns, Max stage delay cell, worst path a211oi_1, # IOs 42, critical path's top delay family AND-OR/OR-AND gates, crit start category input pin, ANT cells 0, DR WL/cell between 10 and 15 um, Final Instance Area 1735 um^2, number of max-cap violations 0, final hold viol count 0, Routed Antenna Nets 0, maximum fanout along the worst path 5, initial DRC count 72, Crit path top cell by count clkdlybuf4s50_1, Log Warnings 32, pin count of the biggest net entering global routing 12, die area 10,400 um^2, Finished Layout Cells 295, Placed Instances just under 300, Hold Slack 4.917 ns, cells after synthesis 183, cts repair resizes 0, area grow syn2layout 38.42%, P_leak approximately 0.76 nW, most used routing layer met2
-- cell usage in the layout, fill, tap and decap left out, drive strengths merged, types with 2 or more instances in the layout --
cell type      Yosys  routed
o31a               2       2
inv               20      20
o2111ai            4       4
ha                15      15
and3               2       2
o21a               5       5
nand2             11      11
nor4               4       4
nand3              8       8
a211oi             2       2
o21ai              6       6
nor3               7       7
xnor2             13      13
o31ai              4       4
clkdlybuf4s50      0      42
a21boi             2       2
or3                2       2
a31oi              4       4
a21o               9       9
a221oi             2       2
nor2b              4       4
xor2               8       8
a21oi              9       9
nor2              14      14
-- worst min-delay path, cell delays in order --
cell and delay, ns:
clkdlybuf4s50_1 0.46, ha_1 0.17, xnor2_1 0.08, clkdlybuf4s50_1 0.40
-- cell type report --
class	instances	area (um^2)	share of cell area
multi-input combinational	156	1144	0.6590
tap	77	96.34	0.05552
timing repair buffer	42	420.4	0.2422
inverter	20	75.07	0.04326
-- metal layers --
| layer | part of all wire | up-vias | wire (um) |
|---|---|---|---|
| met5 | 0 | - | 0 |
| met4 | 0 | 0 | 0 |
| met3 | 0.070 | 0 | 260 |
| met2 | 0.40 | 50 | 1486 |
| met1 | 0.53 | 601 | 1974 |
| li1 | - | 740 | - |
-- power breakdown --
| part | total [mW] | internal, mW | switching (mW) |
|---|---|---|---|
| logic | 0.133 | 0.0732 | 0.0603 |
| clock network | 0 | 0 | 0 |
| registers | 0 | 0 | 0 |
| total | 0.133 | 0.0732 | 0.0603 |
-- final timing paths --
check	from	end	slack, ns
worst max-delay path	B[1]	C[7]	2.23
worst min-delay path	B[0]	C[0]	4.92
-- cells by family (layout without fill, tap and decap cells) --
group | count (synthesis) | in the layout | share of synthesized area
AND/OR/NAND/NOR | 63 | 63 | 0.2775
AND-OR/OR-AND | 55 | 55 | 0.3144
buffers and inverters | 27 | 62 | 0.08782
XOR/XNOR | 21 | 21 | 0.1467
adder cells (fa/ha/maj) | 16 | 16 | 0.1657
multiplexers | 1 | 1 | 0.007984
No activity file was given, so power comes from the tool's default toggle rates.
