$ cat /design/flow/run.sh
#!/bin/bash
# OpenROAD 26Q1-2900-gdf79404cd8, Yosys 0.63+post, stock flow scripts
make -C /OpenROAD-flow-scripts/flow DESIGN_CONFIG=/design/flow/config.mk WORK_HOME=/design/flow/orfs finish
$ cat /design/flow/config.mk
export PLATFORM = sky130hd
export DESIGN_NAME = falcon_modadd
export DESIGN_NICKNAME = falcon_modadd
export VERILOG_FILES = /design/flow/design.v
export SDC_FILE = /design/flow/constraint.sdc
export NUM_CORES = 4
export LEC_CHECK = 1
export CORE_AREA = 10 10 78 78
export DIE_AREA = 0 0 88 88
$ cat /design/flow/constraint.sdc
current_design falcon_modadd

set clk_period 11.9
set clk_io_pct 0.2

create_clock -name clk0 -period $clk_period

set non_clock_inputs [all_inputs -no_clocks]
set_input_delay [expr $clk_period * $clk_io_pct] -clock clk0 $non_clock_inputs
set_output_delay [expr $clk_period * $clk_io_pct] -clock clk0 [all_outputs]
$ cat /design/flow/design.v
module falcon_modadd(
    input  [13:0] A,
    input  [13:0] B,
    output [13:0] C
);
wire [14:0] R;
wire signed [15:0] Rq;
assign R  = A + B;
assign Rq = R - 15'd12289;
assign C = (Rq[15] == 0) ? Rq[13:0] : R[13:0];
endmodule
==> flow_metrics.tcl <==
# flow metrics
set metrics [dict create \
    dieArea_um2 7740 \
    cp.required_ns 9.52 \
    dp_hpwl_um 2540 \
    area_growth_pct 47.3 \
    vias_per_cell 4.81 \
    grt_use_total_pct 7.46 \
    setup_viol 0 \
    worstSetupEndpointType "output pin" \
    critPathMaxFanout 12 \
    flop_area_um2 0 \
    post_cts_resized 0 \
    io_pins 42 \
    layout_worst_path_cycle_share_pct 71.5 \
    area_leaders "ha_1 (19%), a21oi_1 (6.5%), xnor2_1 (5.2%), xor2_1 (5.2%), o21ai_0 (4.5%)" \
    ys_types 47 \
    gp_congestion 0.867 \
    overflow 0 \
    drt-initial-drc-count 40 \
    crit_slowest_cell "o31ai_4" \
    status "finished, final reports clean" \
    hold_buffers 0 \
    fin_cells 224 \
    tightest_slew_ns 0.563 \
    path_cells "clkdlybuf4s50_1 > ha_1 > inv_1 > fa_1 > nor2b_4 > o2111a_2 > nor3_2 > xor2_1 > nand4_1 > or3_4 > o31ai_4 > mux2i_1 > clkdlybuf4s50_1" \
    die_w_um 88 \
    io_buffers 42 \
    syn_avg_cell_area_um2 7.66 \
    nFillCells 454 \
    die_h_um 88 \
    std_cell_rows 24 \
    slew_headroom_pct 62.5 \
    synth_warnings 0 \
    ys_area_um2 1000 \
    crit_top_cell "clkdlybuf4s50_1" \
    hold_violations 0 \
    critPathKind "in -> out" \
    grt_pass1_wl_um 4970 \
    lay_top_count "clkdlybuf4s50_1" \
    coreArea_um2 4410 \
    fin_setup_tns_ns 0 \
    rsz0062_at_grt "no" \
    grt_antenna_before_repair 0 \
    slowest_delay_ns 0.49 \
    vias 1078 \
    synth_top_area_share_pct 18.7 \
    firstDrtPassIters 4 \
    final.min_clock_period_ns 8.51 \
    synth_seq_share_pct 0 \
    setup_slack_ns 3.39 \
    yosys-stat-cells 131 \
    drt-total-wl_um 2890 \
    post_drt_wl_per_cell_um 12.9 \
    power_density_nw_per_um2 70.4 \
    fp_util_pct 22.7 \
    grt_max_degree 13 \
    dp_slack_ns 3.38 \
    drc 0 \
    top_area_cell "ha_1" \
    slew_viol_final 0 \
    dp.cells 224 \
    antenna_left 0 \
    maxCapViolations 0 \
    drive_above_1_share_pct 9.30 \
    critPathLaunch "A[0]" \
    post_cts.repair.setup_buffers 0 \
    n_antenna_cell 0 \
    arrival_ns 6.13 \
    seq_cells 0 \
    endpoint "C[1]" \
    warnings 32 \
    layout_top_cells "clkdlybuf4s50_1 (42), ha_1 (15), a21oi_1 (13)" \
    hp-class "in -> out" \
    netlist_instances 131 \
    ir_drop_uv 27.8 \
    num-clock-buffers 0 \
    power.leakage_uw 0.000557 \
    grt_pass1_vias 1103 \
    start_kind "primary input" \
    clock.fmax_mhz 118 \
    synth_area_um2 1000 \
]
how the worst min path moves through the flow:
stage | startpoint | end | slack, ns | cells past startpoint
global route | B[0] | C[0] | 5.93 | 4
CTS | B[0] | C[0] | 5.87 | 4
finish | B[0] | C[0] | 5.87 | 4
final cells by class:
cell class                 count  area (µm²)  area share (%)
tap                           52        65.1            4.40
multi-input combinational    122         962            65.1
timing repair buffer          42         420            28.5
inverter                       8        30.0            2.03
power breakdown:
| group | total (µW) | switching [µW] | internal (µW) |
|---|---|---|---|
| registers | 0 | 0 | 0 |
| logic | 104 | 46.7 | 57.4 |
| clock network | 0 | 0 | 0 |
| total | 104 | 46.7 | 57.4 |
logic make-up (layout without fill, tap and decap cells):
family | Yosys count | count (layout) | share of synthesized area, %
AND-OR/OR-AND | 52 | 52 | 38.4
AND/OR/NAND/NOR | 39 | 39 | 22.7
adder cells (fa/ha/maj) | 16 | 16 | 20.7
XOR/XNOR | 13 | 13 | 12.1
buffers and inverters | 9 | 50 | 4.11
multiplexers | 2 | 2 | 2.00
cells in the mapped netlist (all sizes together):
cell     n
ha      15
a21oi   13
o21ai   10
inv      8
nor2     8
nand2    7
xor2     7
o31ai    6
xnor2    6
o21bai   5
or2      5
nor3     4
nand3    3
a211oi   2
a21o     2
and2     2
mux2i    2
nand2b   2
nand4    2
nor2b    2
o211ai   2
o22ai    2
a31o     1
a41o     1
and3     1
buf      1
fa       1
nor4     1
nor4b    1
o2111a   1
o21a     1
o21ba    1
o221ai   1
o311ai   1
o31a     1
o32ai    1
o41ai    1
or3      1
routing by layer:
layer | up-vias | GRT usage, % | part of all wire [%]
li1 | 582 | - | -
met1 | 471 | 9.54 | 47
met2 | 25 | 13.1 | 45
met3 | 0 | 1.87 | 7.7
met4 | 0 | 0 | 0
met5 | - | 0 | 0
metrics by stage:
step	utilization, %	hold slack, ns	instance area [µm²]	total power (µW)
6_report	33.5	5.87	1480	104
4_1_cts	33.5	5.87	1480	107
2_1_floorplan	-	4.94	1000	59.3
5_1_grt	33.5	5.93	1480	118
3_5_place_dp	33.5	5.87	1480	106
3_3_place_gp	33.5	5.89	1480	106
worst max-delay path: cells and delay by family:
family	cells	cell delay, ns
compound gates	2	0.73
xor+xnor	1	0.32
fa+ha+maj	2	0.61
buf+inv	3	1.01
mux	1	0.26
simple gates	4	0.80
Power is estimated from default activity; no workload was simulated.
